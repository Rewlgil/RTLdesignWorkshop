### /design/flow/config.mk
export PLATFORM = sky130hd
export DESIGN_NAME = ref4
export DESIGN_NICKNAME = ref4
export VERILOG_FILES = /design/flow/design.v
export SDC_FILE = /design/flow/constraint.sdc
export NUM_CORES = 4
export LEC_CHECK = 1
export CORE_AREA = 10 10 70 70
export DIE_AREA = 0 0 80 80
### /design/flow/constraint.sdc
current_design ref4

set clk_period 2.0
set clk_io_pct 0.2

create_clock -name clk0 -period $clk_period

set non_clock_inputs [all_inputs -no_clocks]
set_input_delay [expr $clk_period * $clk_io_pct] -clock clk0 $non_clock_inputs
set_output_delay [expr $clk_period * $clk_io_pct] -clock clk0 [all_outputs]
### /design/flow/design.v
module ref_minimux (in0, in1, in2, s, out);
  input [7:0] in0, in1, in2;
  input [1:0] s;
  output [7:0] out;
  reg [7:0] out;
  always @(s or in0 or in1 or in2)
    case (s)
      2'b00: out = in0;
      2'b01: out = in1;
      2'b10: out = in2;
      2'b11: out = 0;
    endcase
endmodule
module ref4 (in0, in1, in2, select,
                 out0, out1, out2, valid);
  input [7:0] in0, in1, in2;
  input [5:0] select;
  output [7:0] out0, out1, out2;
  output valid;
  wire [1:0] s0, s1, s2;
  assign s0 = select[1:0];
  assign s1 = select[3:2];
  assign s2 = select[5:4];
  ref_minimux ref_minimux0 (.in0(in0), .in1(in1), .in2(in2), .s(s0), .out(out0));
  ref_minimux ref_minimux1 (.in0(in0), .in1(in1), .in2(in2), .s(s1), .out(out1));
  ref_minimux ref_minimux2 (.in0(in0), .in1(in1), .in2(in2), .s(s2), .out(out2));
  assign valid = !( (s0 == 2'b11) || (s1 == 2'b11) || (s2 == 2'b11) || (s0 == s1) || (s0 == s2) || (s1 == s2) );
endmodule
### /design/flow/run.sh
#!/bin/bash
# OpenROAD 26Q1-2900-gdf79404cd8, Yosys 0.63+post, stock flow scripts
make -C /OpenROAD-flow-scripts/flow DESIGN_CONFIG=/design/flow/config.mk WORK_HOME=/design/flow/orfs finish
==> impl_metrics.sql <==
-- load yosys + openroad results
INSERT INTO impl_metrics (metric_group, metric, value, unit) VALUES
('cells_and_area', 'layout.cell_area.non_filler', '1420', 'µm²'),
('worst_hold_path', 'hp-class', 'in2out', ''),
('synth', 'synth_warnings', '1', ''),
('grt', 'grt_max_degree', '9', ''),
('synth', 'yosysUniqueCellTypes', '15', ''),
('pwr', 'power.net_switching', '108', 'µW'),
('grt', 'global_route_wire_length_before_repair', '4.89', 'mm'),
('synth', 'post_synth_mux_area_share', '39.2', '%'),
('synth', 'synth.comb.largest_family', 'multiplexers', ''),
('floorplanning', 'die_h', '80', 'µm'),
('pwr', 'net_switching_fraction_of_the_power', '37.5', '%'),
('synth', 'seq_area_frac_synth', '0', '%'),
('synth', 'ys_sh_simple', '24.7', '%'),
('timing', 'worst_slew_pin_slew', '0.167', 'ns'),
('grt', 'antenna_found_initial', '0', ''),
('pwr', 'relative_contribution_of_the_clock_network_to_total_power', '0', '%'),
('clock_network', 'post_cts_hold_buffer_count', '0', ''),
('timing', 'max_slew_headroom_at_the_worst_pin', '88.5', '%'),
('pwr', 'sequentialPowerShare', '0', '%'),
('synth', 'aoi_share', '23.1', '%'),
('synth', 'synth-xor-area-share', '2.86', '%'),
('routing', 'drt_wl_cell', '14.9', 'µm'),
('floorplanning', 'fp-row-count', '21', ''),
('timing', 'final-max-slew-violation-count', '0', ''),
('cells_and_area', 'fillers', '352', ''),
('job', 'maxCapViolCount', '0', ''),
('critical_path', 'crit_path_end_kind', 'primary output', ''),
('cells_and_area', 'area_growth', '131', '%'),
('placement', 'half_perimeter_wire_length_after_detailed_placement', '2.54', 'mm'),
('synth', 'synth_chip_area', '613', 'µm²'),
('pwr', 'pwr-share-comb', '100.0', '%'),
('cells_and_area', 'seq_cell_count', '0', ''),
('timing', 'finalCritPeriodShare', '97.6', '%'),
('cells_and_area', 'final_common_cell', 'nand2_1', ''),
('outcome', 'outcome', 'complete, no violations', ''),
('cells_and_area', 'final_layout_size_suffix_gt1_share', '24.9', '%'),
('pwr', 'vdd_drop_max', '0.0884', 'mV'),
('routing', 'remaining_number_of_nets_flagged_by_the_antenna_check_after_routing', '0', ''),
('floorplanning', 'floorplan.core_area', '3420', 'µm²'),
('critical_path', 'setup.worst_path.start_class', 'input port', ''),
('critical_path', 'timing.critical_path.fanout_max', '7', ''),
('placement', 'gp_routability_congestion', '0.810', ''),
('pwr', 'cell_internal_pwr', '180', 'µW'),
('synth', 'post_synth_inst_count', '94', ''),
('synth', 'netlist_area', '613', 'µm²'),
('synth', 'number_of_cells_in_the_yosys_synthesis_report', '94', ''),
('critical_path', 'cp_arrival', '1.55', 'ns'),
('pwr', 'total_leakage_power', '0.000762', 'µW'),
('routing', 'detail_route.antenna_diodes', '0', ''),
('critical_path', 'timing.critical_path.required', '1.60', 'ns'),
('timing', 'finalSetupTns', '0', 'ns'),
('floorplanning', 'die-width', '80', 'µm'),
('job', 'log.warning_count', '32', ''),
('synth', 'ys_sh_adder', '0', '%'),
('routing', 'drtPass1Iterations', '4', ''),
('routing', 'routed-via-count', '939', ''),
('timing', 'finalWorstPathRequiredPeriod', '1.95', 'ns'),
('routing', 'drt-vias-per-instance', '4.37', ''),
('floorplanning', 'floorplan.die_area', '6400', 'µm²'),
('routing', 'drt_wl_total', '3.21', 'mm'),
('floorplanning', 'init_core_util', '17.9', '%'),
('timing', 'final-hold-violation-count', '0', ''),
('cells_and_area', 'lay_top_cells', '25 x nand2_1, 24 x mux2i_1, 23 x buf_4', ''),
('cells_and_area', 'clock_buffer_count', '0', ''),
('pwr', 'cellPowerDensity', '203', 'nW/µm²'),
('placement', 'post_dp_cell_area', '1320', 'µm²'),
('timing', 'report.final.setup_viol', '0', ''),
('grt', 'grt-ovfl-total', '0', ''),
('grt', 'globalRouteTotalUtil', '9.28', '%'),
('placement', 'portBuffers', '55', ''),
('cells_and_area', 'register_area', '0', 'µm²'),
('routing', 'route.detailed.drc', '0', ''),
('floorplanning', 'design.portCount', '55', ''),
('critical_path', 'timing_worst_setup_path_type', 'in2out', ''),
('routing', 'drt_iter0_markers', '39', ''),
('timing', 'max_freq', '0.513', 'GHz'),
('synth', 'postSynthAreaPerCell', '6.52', 'µm²'),
('grt', 'first_global_vias', '997', '');
synthesized netlist by cell type:
library cell,number,share of area (%)
a32oi_1,1,1.4
buf_2,3,2.4
buf_4,2,2.4
buf_6,2,3.7
clkbuf_2,2,1.6
mux2i_1,24,39
nand2_1,25,15
nand4b_1,1,1.4
nor2_1,2,1.2
nor2b_1,3,3.1
nor3b_1,1,1.2
nor4b_2,1,2.4
o211ai_2,1,2.0
o21ai_1,24,20
xor2_1,2,2.9
per-stage QoR:
step | utilization (%) | hold WS [ns] | power (µW) | setup slack (ns) | std cells
floorplan | - | 0.858 | 90.5 | 0.671 | 94
global placement | 38.5 | 1.77 | 292 | -0.375 | 207
detailed placement | 38.5 | 1.77 | 292 | -0.402 | 207
CTS | 39.5 | 1.36 | 286 | 0.00448 | 212
global route | 41.5 | 1.33 | 317 | -0.0103 | 215
finish | 41.5 | 1.23 | 288 | 0.0488 | 215
critical path, stage by stage:
cell	delay (ns)
dlygate4sd2_1	0.23
nor2b_4	0.16
buf_6	0.14
nand2_1	0.05
o21ai_1	0.08
clkdlybuf4s50_1	0.49
layer usage:
layer / vias up / wire length [µm] / track usage (%)
li1: 485 / - / -
met4: 0 / 10 / 0.704
met1: 411 / 1450 / 11.9
met5: - / 0 / 0
met2: 41 / 1380 / 14.6
met3: 2 / 363 / 4.09
timing repair:
item | 4_1_cts | 5_1_grt
resized | 48 | 16
endpoints found under the hold margin | 0 | 0
pin swaps | 7 | 2
endpoints found under the setup margin | 25 | 15
cloned | 0 | 0
setup buffers | 5 | 3
worst paths after layout:
check	slack [ns]	startpoint	end	cells past startpoint
worst max-delay path	0.05	select[5]	out2[3]	6
worst min-delay path	1.23	in0[6]	out2[6]	4
power by group through the flow:
stage | clock, µW | sequential, µW | combinational, µW
finish | 0 | 0 | 288
global route | 0 | 0 | 317
CTS | 0 | 0 | 286
cell type report:
cell class	instances	area, µm²	share of cell area [%]
multi-input cells	85	589	41.5
well taps	46	57.6	4.06
repair buffers	84	772	54.4
kinds of logic after synthesis:
logic type             count (synthesis)
AND/OR/NAND/NOR                       33
AND-OR/OR-AND                         26
multiplexers                          24
XOR/XNOR                               2
buffers and inverters                  9
Power figures rest on the tool's default switching activity, not on a simulated workload.
