**./run.sh**
```bash
#!/bin/bash
# OpenROAD 26Q1-2900-gdf79404cd8, Yosys 0.63+post, stock flow scripts
make -C /OpenROAD-flow-scripts/flow DESIGN_CONFIG=/design/flow/config.mk WORK_HOME=/design/flow/orfs finish
```
**./config.mk**
```make
export PLATFORM = sky130hd
export DESIGN_NAME = ref3
export DESIGN_NICKNAME = ref3
export VERILOG_FILES = /design/flow/design.v
export SDC_FILE = /design/flow/constraint.sdc
export NUM_CORES = 4
export LEC_CHECK = 1
export CORE_AREA = 10 10 70 70
export DIE_AREA = 0 0 80 80
```
**./constraint.sdc**
```tcl
current_design ref3

set clk_period 2.3
set clk_io_pct 0.2

create_clock -name clk0 -period $clk_period

set non_clock_inputs [all_inputs -no_clocks]
set_input_delay [expr $clk_period * $clk_io_pct] -clock clk0 $non_clock_inputs
set_output_delay [expr $clk_period * $clk_io_pct] -clock clk0 [all_outputs]
```
**./design.v**
```verilog
module ref3(a, b, aLTb, aGTb, aEQb);
  wire _000_;
  wire _001_;
  wire _002_;
  wire _003_;
  wire [2:0] _004_;
  wire _005_;
  wire [2:0] _006_;
  wire _007_;
  wire [1:0] _008_;
  wire [1:0] _009_;
  wire [1:0] _010_;
  wire [1:0] _011_;
  wire [2:0] _012_;
  wire _013_;
  wire _014_;
  wire [2:0] _015_;
  wire _016_;
  wire _017_;
  wire _018_;
  wire [5:0] _019_;
  wire _020_;
  wire _021_;
  wire _022_;
  wire _023_;
  wire _024_;
  wire _025_;
  wire [3:0] _026_;
  wire [3:0] _027_;
  wire [3:0] _028_;
  wire _029_;
  wire [3:0] _030_;
  wire [3:0] _031_;
  wire _032_;
  wire [3:0] _033_;
  wire _034_;
  wire [5:0] _035_;
  wire [5:0] _036_;
  wire [5:0] _037_;
  wire [5:0] _038_;
  wire _039_;
  wire _040_;
  wire _041_;
  wire _042_;
  wire _043_;
  wire _044_;
  wire _045_;
  wire _046_;
  wire _047_;
  wire _048_;
  input [6:0] a;
  wire [6:0] a;
  output aEQb;
  wire aEQb;
  output aGTb;
  wire aGTb;
  output aLTb;
  wire aLTb;
  input [6:0] b;
  wire [6:0] b;
  wire [5:0] ma;
  wire [5:0] mb;
  wire sa;
  wire sb;
  assign _002_ = ~b[6];
  assign _003_ = ~a[6];
  assign _004_[0] = _019_[0] | _019_[1];
  assign _004_[1] = _019_[2] | _019_[3];
  assign _004_[2] = _019_[4] | _019_[5];
  assign _005_ = _004_[0] | _004_[1];
  assign _020_ = _005_ | _004_[2];
  assign _021_ = b[6] | _003_;
  assign _022_ = _002_ | a[6];
  assign _023_ = _002_ | _003_;
  assign _006_[0] = _037_[0] & _037_[1];
  assign _006_[1] = _037_[2] & _037_[3];
  assign _006_[2] = _037_[4] & _037_[5];
  assign _007_ = _006_[0] & _006_[1];
  assign _040_ = _007_ & _006_[2];
  assign _008_[0] = _027_[0] | _027_[1];
  assign _008_[1] = _027_[2] | _027_[3];
  assign _029_ = _008_[0] | _008_[1];
  assign _041_ = _009_[0] | _009_[1];
  assign _010_[1] = _031_[2] | _031_[3];
  assign _032_ = _031_[1] | _010_[1];
  assign _011_[1] = _033_[2] | _033_[3];
  assign _034_ = _033_[0] | _011_[1];
  assign _009_[0] = _028_[0] | _028_[1];
  assign _009_[1] = _028_[2] | _028_[3];
  assign _012_[0] = a[0] | a[1];
  assign _012_[1] = a[2] | a[3];
  assign _012_[2] = a[4] | a[5];
  assign _013_ = _012_[0] | _012_[1];
  assign _014_ = _013_ | _012_[2];
  assign _015_[0] = b[0] | b[1];
  assign _015_[1] = b[2] | b[3];
  assign _015_[2] = b[4] | b[5];
  assign _016_ = _015_[0] | _015_[1];
  assign _017_ = _016_ | _015_[2];
  assign _018_ = b[6] | a[6];
  assign _026_[3] = ~_020_;
  assign _024_ = ~_014_;
  assign _025_ = ~_017_;
  assign _028_[0] = ~_021_;
  assign _028_[1] = ~_022_;
  assign _028_[2] = ~_023_;
  assign _028_[3] = ~_018_;
  assign _026_[1] = _024_ & _025_;
  assign _030_[1] = ~_026_[1];
  assign _030_[2] = _020_ ? _001_ : 1'h0;
  assign _030_[3] = _020_ ? _000_ : 1'h0;
  assign _000_ = ~_001_;
  assign aEQb = _041_ ? _029_ : 1'hx;
  assign aGTb = _041_ ? _032_ : 1'hx;
  assign aLTb = _041_ ? _034_ : 1'hx;
  assign _039_ = ~_036_[5];
  assign _035_[0] = ~b[0];
  assign _035_[1] = ~b[1];
  assign _035_[2] = ~b[2];
  assign _035_[3] = ~b[3];
  assign _035_[4] = ~b[4];
  assign _035_[5] = ~b[5];
  assign _019_[0] = a[0] ^ b[0];
  assign _019_[1] = a[1] ^ b[1];
  assign _019_[2] = a[2] ^ b[2];
  assign _019_[3] = a[3] ^ b[3];
  assign _019_[4] = a[4] ^ b[4];
  assign _019_[5] = a[5] ^ b[5];
  assign _001_ = _039_ | _040_;
  assign _027_[3] = _026_[3] & _028_[3];
  assign _027_[2] = _026_[3] & _028_[2];
  assign _027_[1] = _026_[1] & _028_[1];
  assign _027_[0] = _026_[1] & _028_[0];
  assign _031_[3] = _030_[3] & _028_[3];
  assign _031_[2] = _030_[2] & _028_[2];
  assign _031_[1] = _030_[1] & _028_[1];
  assign _033_[3] = _030_[2] & _028_[3];
  assign _033_[2] = _030_[3] & _028_[2];
  assign _033_[0] = _030_[1] & _028_[0];
  assign _037_[0] = a[0] ^ _035_[0];
  assign _037_[1] = a[1] ^ _035_[1];
  assign _037_[2] = a[2] ^ _035_[2];
  assign _037_[3] = a[3] ^ _035_[3];
  assign _037_[4] = a[4] ^ _035_[4];
  assign _037_[5] = a[5] ^ _035_[5];
  assign _038_[0] = a[0] & _035_[0];
  assign _038_[1] = a[1] & _035_[1];
  assign _038_[2] = a[2] & _035_[2];
  assign _038_[3] = a[3] & _035_[3];
  assign _038_[4] = a[4] & _035_[4];
  assign _038_[5] = a[5] & _035_[5];
  assign _042_ = _037_[1] & _036_[0];
  assign _043_ = _037_[3] & _038_[2];
  assign _044_ = _037_[5] & _038_[4];
  assign _045_ = _006_[1] & _036_[1];
  assign _046_ = _006_[2] & _036_[3];
  assign _036_[0] = _038_[0] | _037_[0];
  assign _036_[1] = _038_[1] | _042_;
  assign _047_ = _038_[3] | _043_;
  assign _048_ = _038_[5] | _044_;
  assign _036_[3] = _047_ | _045_;
  assign _036_[5] = _048_ | _046_;
  assign _010_[0] = _031_[1];
  assign _011_[0] = _033_[0];
  assign { _026_[2], _026_[0] } = { _026_[3], _026_[1] };
  assign _030_[0] = 1'h0;
  assign _031_[0] = 1'h0;
  assign _033_[1] = 1'h0;
  assign ma = a[5:0];
  assign mb = b[5:0];
  assign sa = a[6];
  assign sb = b[6];
endmodule
```
==> results.sh <==
# source this file to load flow results
export IMPL_min_period_ps=2240
export IMPL_syn_instance_count=37
export IMPL_slew_headroom=0.790
export IMPL_final_comb_area_um2=363
export IMPL_via_count=373
export IMPL_ys_cells=37
export IMPL_grt_max_degree=6
export IMPL_ant_nets=0
export IMPL_dp_slack_ps=-842
export IMPL_wl_per_cell_um=9.86
export IMPL_fmax_mhz=446
export IMPL_status="completed"
export IMPL_ioPinCount=17
export IMPL_die_width_um=80
export IMPL_drive_above_1_share=0.656
export IMPL_wirelength_um=1090
export IMPL_seq_area_frac_synth=0
export IMPL_via_per_inst=3.39
export IMPL_syn_area_per_cell_um2=7.30
export IMPL_maxCapViolations=0
export IMPL_setup_violations_final=0
export IMPL_fp_util=0.0791
export IMPL_power_leakage_nw=0.274
export IMPL_ir_drop_v=0.0000241
export IMPL_first_pass_iters=2
export IMPL_cp_cell_sequence="buf_6 > inv_4 > ha_4 > nor2b_4 > o21a_1 > or3_4 > o211ai_1 > buf_2"
export IMPL_power_density_nw_per_um2=168
export IMPL_required_ps=1840
export IMPL_criticalPathCategory="input port to primary output"
export IMPL_num_clock_buffers=0
export IMPL_grt_pass1_vias=397
export IMPL_gp_congestion=0.854
export IMPL_arrival_ps=1780
export IMPL_lay_top_count="buf_4"
export IMPL_nFillCells=373
export IMPL_numPortBuffers=17
export IMPL_fin_total_pwr_mw=0.115
export IMPL_core_area_um2=3420
export IMPL_die_area_um2=6400
export IMPL_synth_area_um2=270
export IMPL_postLayoutCellArea_um2=686
export IMPL_grt_remaining_overflow=0
export IMPL_worst_slack_ps=60.0
export IMPL_grt_pass1_wl_um=1730
export IMPL_finalHoldViolations=0
export IMPL_antenna_cells=0
export IMPL_slew_violations=0
export IMPL_ff_count=0
export IMPL_worst_pin_slew_ps=311
export IMPL_cp_slowest_cell="or3_4"
export IMPL_yosys_cell_types_count=19
export IMPL_hold_class="input port to primary output"
export IMPL_dpl_cell_area_um2=558
export IMPL_rsz0062_at_grt="yes"
export IMPL_die_h_um=80
export IMPL_end_kind="primary output"
export IMPL_warnings=33
export IMPL_area_growth_pct=154
export IMPL_final_cell_mix="buf_4 (10), buf_6 (7), ha_4 (5)"
export IMPL_final_period_utilization=0.974
export IMPL_critPathMaxStageDelay_ps=390
export IMPL_yosys_warnings=0
export IMPL_yosys_area_um2=270
export IMPL_seq_area_um2=0
export IMPL_drtIter0Drc=21
export IMPL_drc=0
export IMPL_crit_fanout=2
export IMPL_grt_usage=0.0316
export IMPL_dpl_hpwl_um=836
export IMPL_cp_start_kind="input port"
export IMPL_antenna_found_initial=0
export IMPL_num_rows=21
-- repair_timing --
| action | 4_1_cts | 5_1_grt |
|---|---|---|
| hold endpoints to repair | 0 | 0 |
| pin swaps | 9 | 9 |
| setup buffers | 2 | 0 |
| hold buffers | 0 | 0 |
| endpoints found under the setup margin | 3 | 2 |
| resized | 56 | 31 |
-- area by class of cell --
class,count,area share
tap,46,0.0839
timing repair buffer,27,0.339
inverter,6,0.0474
multi-input combinational,31,0.529
-- report_power, final --
group | switching, mW | internal (mW) | total (mW)
Clock | 0 | 0 | 0
Sequential | 0 | 0 | 0
Combinational | 0.0458 | 0.0692 | 0.115
-- critical path: cells and delay by family --
kind / cells / cell delay [ps]
compound gates: 2 / 360
fa+ha+maj: 1 / 190
buf+inv: 3 / 280
simple gates: 2 / 510
-- synth_stat cells --
cell type	number	area (um2)
mux2i_1	1	10.0
ha_1	6	75.1
o211ai_1	2	15.0
nor4_1	3	18.8
and4_4	1	11.3
xnor2_1	1	8.76
nand2_1	3	11.3
nor2_4	1	11.3
o21a_1	1	7.51
or3_1	1	6.26
and2_1	1	6.26
nand3b_1	2	15.0
inv_1	6	22.5
nor2b_1	1	6.26
a21o_2	1	8.76
a21oi_1	1	5.00
nand3_1	2	10.0
nor2_1	1	3.75
o311ai_1	2	17.5
-- stage by stage --
stage	setup TNS, ps	cells	util	hold slack (ps)
finish	0	110	0.201	1440
global route	-29.4	110	0.201	1520
CTS	0	110	0.179	1460
detailed placement	-2180	108	0.163	2070
global placement	-2160	108	0.163	2070
floorplan	0	37	-	1020
-- layer usage --
metal  wire (um)  track usage  share of wire  up-vias
met5           0            0              0        -
met4           0            0              0        0
met3          67      0.00682          0.062        0
met2         505       0.0554           0.47        9
met1         512       0.0409           0.47      170
li1            -            -              -      194
-- final timing paths --
kind / start / to / slack [ps] / cells after the start
worst max-delay path: b[1] / aLTb / 60 / 8
worst min-delay path: b[2] / aLTb / 1440 / 6
-- cell families after synthesis --
family / Yosys count / synth area share
AOI/OAI and AO/OA: 7 / 0.199
xor gates and xnor gates: 1 / 0.0324
adders and majority gates: 6 / 0.278
buffers and inverters: 6 / 0.0833
muxes: 1 / 0.0370
and+or+nand+nor: 16 / 0.370
