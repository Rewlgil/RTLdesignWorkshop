[flow/config.mk]
export PLATFORM = sky130hd
export DESIGN_NAME = ref9
export DESIGN_NICKNAME = ref9
export VERILOG_FILES = /design/flow/design.v
export SDC_FILE = /design/flow/constraint.sdc
export NUM_CORES = 4
export LEC_CHECK = 1
export CORE_AREA = 10 10 70 70
export DIE_AREA = 0 0 80 80
[flow/constraint.sdc]
current_design ref9

set clk_period 2.6
set clk_io_pct 0.2

create_clock -name clk0 -period $clk_period [get_ports {clk}]

set non_clock_inputs [all_inputs -no_clocks]
set_input_delay [expr $clk_period * $clk_io_pct] -clock clk0 $non_clock_inputs
set_output_delay [expr $clk_period * $clk_io_pct] -clock clk0 [all_outputs]
[flow/design.v]
module ref9(clk, reset, n, t, n_best, t_best);
  wire [3:0] _00_;
  wire [1:0] _01_;
  wire _02_;
  wire _03_;
  wire _04_;
  wire _05_;
  wire [7:0] _06_;
  wire [7:0] _07_;
  wire [7:0] _08_;
  wire [7:0] _09_;
  wire _10_;
  wire _11_;
  wire _12_;
  wire _13_;
  wire _14_;
  wire _15_;
  wire _16_;
  wire _17_;
  wire _18_;
  wire _19_;
  wire _20_;
  wire _21_;
  wire _22_;
  wire _23_;
  wire _24_;
  input clk;
  wire clk;
  input [1:0] n;
  wire [1:0] n;
  output [1:0] n_best;
  wire [1:0] n_best;
  reg [1:0] n_best_d1;
  input reset;
  wire reset;
  input [7:0] t;
  wire [7:0] t;
  output [7:0] t_best;
  wire [7:0] t_best;
  reg [7:0] t_best_d1;
  always @(posedge clk)
    if (reset) t_best_d1[0] <= #1 1'h1;
    else t_best_d1[0] <= #1 t_best[0];
  always @(posedge clk)
    if (reset) t_best_d1[1] <= #1 1'h1;
    else t_best_d1[1] <= #1 t_best[1];
  always @(posedge clk)
    if (reset) t_best_d1[2] <= #1 1'h1;
    else t_best_d1[2] <= #1 t_best[2];
  always @(posedge clk)
    if (reset) t_best_d1[3] <= #1 1'h1;
    else t_best_d1[3] <= #1 t_best[3];
  always @(posedge clk)
    if (reset) t_best_d1[4] <= #1 1'h1;
    else t_best_d1[4] <= #1 t_best[4];
  always @(posedge clk)
    if (reset) t_best_d1[5] <= #1 1'h1;
    else t_best_d1[5] <= #1 t_best[5];
  always @(posedge clk)
    if (reset) t_best_d1[6] <= #1 1'h1;
    else t_best_d1[6] <= #1 t_best[6];
  always @(posedge clk)
    if (reset) t_best_d1[7] <= #1 1'h1;
    else t_best_d1[7] <= #1 t_best[7];
  always @(posedge clk)
    if (reset) n_best_d1[0] <= #1 1'h0;
    else n_best_d1[0] <= #1 n_best[0];
  always @(posedge clk)
    if (reset) n_best_d1[1] <= #1 1'h0;
    else n_best_d1[1] <= #1 n_best[1];
  assign _00_[0] = _08_[0] & _08_[1];
  assign _01_[0] = _00_[0] & _00_[1];
  assign _12_ = _01_[0] & _01_[1];
  assign _04_ = _10_ | _12_;
  assign _02_ = n[0] | n[1];
  assign _03_ = ~_02_;
  assign _05_ = _03_ | _04_;
  assign t_best[0] = _05_ ? t_best_d1[0] : t[0];
  assign t_best[1] = _05_ ? t_best_d1[1] : t[1];
  assign t_best[2] = _05_ ? t_best_d1[2] : t[2];
  assign t_best[3] = _05_ ? t_best_d1[3] : t[3];
  assign t_best[4] = _05_ ? t_best_d1[4] : t[4];
  assign t_best[5] = _05_ ? t_best_d1[5] : t[5];
  assign t_best[6] = _05_ ? t_best_d1[6] : t[6];
  assign t_best[7] = _05_ ? t_best_d1[7] : t[7];
  assign n_best[0] = _05_ ? n_best_d1[0] : n[0];
  assign n_best[1] = _05_ ? n_best_d1[1] : n[1];
  assign _10_ = ~_13_;
  assign _11_ = ~_07_[7];
  assign _06_[0] = ~t_best_d1[0];
  assign _06_[1] = ~t_best_d1[1];
  assign _06_[2] = ~t_best_d1[2];
  assign _06_[3] = ~t_best_d1[3];
  assign _06_[4] = ~t_best_d1[4];
  assign _06_[5] = ~t_best_d1[5];
  assign _06_[6] = ~t_best_d1[6];
  assign _06_[7] = ~t_best_d1[7];
  assign _13_ = _11_ | _12_;
  assign _08_[0] = t[0] ^ _06_[0];
  assign _08_[1] = t[1] ^ _06_[1];
  assign _08_[2] = t[2] ^ _06_[2];
  assign _08_[3] = t[3] ^ _06_[3];
  assign _08_[4] = t[4] ^ _06_[4];
  assign _08_[5] = t[5] ^ _06_[5];
  assign _08_[6] = t[6] ^ _06_[6];
  assign _08_[7] = t[7] ^ _06_[7];
  assign _09_[0] = t[0] & _06_[0];
  assign _09_[1] = t[1] & _06_[1];
  assign _09_[2] = t[2] & _06_[2];
  assign _09_[3] = t[3] & _06_[3];
  assign _09_[4] = t[4] & _06_[4];
  assign _09_[5] = t[5] & _06_[5];
  assign _09_[6] = t[6] & _06_[6];
  assign _09_[7] = t[7] & _06_[7];
  assign _14_ = _08_[1] & _07_[0];
  assign _15_ = _08_[3] & _09_[2];
  assign _16_ = _08_[5] & _09_[4];
  assign _17_ = _08_[7] & _09_[6];
  assign _18_ = _00_[1] & _07_[1];
  assign _19_ = _00_[3] & _22_;
  assign _20_ = _01_[1] & _07_[3];
  assign _00_[1] = _08_[3] & _08_[2];
  assign _00_[2] = _08_[5] & _08_[4];
  assign _00_[3] = _08_[7] & _08_[6];
  assign _01_[1] = _00_[3] & _00_[2];
  assign _07_[0] = _09_[0] | _08_[0];
  assign _07_[1] = _09_[1] | _14_;
  assign _21_ = _09_[3] | _15_;
  assign _22_ = _09_[5] | _16_;
  assign _23_ = _09_[7] | _17_;
  assign _07_[3] = _21_ | _18_;
  assign _24_ = _23_ | _19_;
  assign _07_[7] = _24_ | _20_;
endmodule
[flow/run.sh]
#!/bin/bash
# OpenROAD 26Q1-2900-gdf79404cd8, Yosys 0.63+post, stock flow scripts
make -C /OpenROAD-flow-scripts/flow DESIGN_CONFIG=/design/flow/config.mk WORK_HOME=/design/flow/orfs finish
==> CHANGELOG.md <==
### Metrics

* Status: finished, violations left
* Failing checks: negative setup slack
* Hold path startpoint: n_best_d1[0]
* Layout cells sized above 1 at 0.569
* Initial antenna violation count at 0
* CTS tree: built
* Fin. max-slew vios at 0
* Leakage power at 0.674 nW
* Initial DRC count at 7
* Family with the most delay on the worst path: AND-OR/OR-AND gates
* Met2 usage at 0.0923
* Number of global-route vias before repair at 747
* H-tree depth at 1
* Req. time, crit path at 2.08 ns
* Seq share, synth at 0.277
* Worst-Margin Slew at 0.686 ns
* Slowest stage cell, crit path: dfxtp_2
* Reg2reg end: t_best_d1[6]
* DR pass1 iterations at 2
* Mapped Area at 723 µm²
* Non-filler cells, final at 176
* Routed WL at 2.04 mm
* Via count at 713
* Synth Area per Inst at 8.71 µm²
* Overflow after GRT at 0
* Yosys warns at 1
* Chip height at 80 µm
* Placed insts at 167
* Global-route wire length before repair at 3.49 mm
* Drt wl/cell at 11.6 µm
* Chip Area at 6400 µm²
* Die Width at 80 µm
* Critical setup path kind: reg -> out
* Count of buffers from port buffering at 21
* Final worst path period share at 1.04
* Cells on worst reg2reg path at 9
* Placed cell area at 1150 µm²
* Clock Path Buffers at 2
* N_diodes at 0
* Setup crit end kind: output pin
* CTS root buf: clkbuf_4
* Worst hold path stage count at 2
* Worst path most repeated cell: buf_6
* # setup viols final at 8
* Mapped Cells at 83
* DRT antenna net count at 0
* Max stage delay on crit path at 0.34 ns
* Number of warnings in the stage logs at 27
* Max-Cap Viols at 0
* Yosys stat chip area at 723 µm²
* Routed vias/inst at 4.05
* IO Pins at 22
* Final worst slack at -0.101 ns
* Worst EP arrival at 2.18 ns
* Cell Chain, Critical Path: inv_2 -> ha_4 -> a211oi_2 -> o21ai_2 -> a211oi_4 -> buf_6 -> buf_12 -> buf_6 -> mux2_4 -> buf_6
* Min Tclk post-route at 2.70 ns
* TNS Setup at -0.198 ns
* Worst hold path type: reg -> reg
* Area of the core at 3420 µm²
* Power per cell area at 454 nW/µm²
* Pin count of the biggest net entering global routing at 21
* Unique cell type count in the Yosys netlist at 17
* CTS Sinks at 10
* Placer Congestion at 0.776
* CP Buf/Inv Count at 5
* Drt drc at 0
* Worst vdd ir at 0.263 mV
* Met3 GRT Util at 0.0398
* Global-route met1 utilization at 0.0905
* Flops after synth at 10
* Worst r2r src: t_best_d1[2]
* Maximum fanout along the worst path at 6
* Hold Path End: n_best_d1[0]
* Ys cells at 83
* Inserted Clock Buffers at 3
* Worst slack at placement at -0.803 ns
* Skew final at 0.00331 ns
* Max Freq at 0.370 GHz
* Layout area overhead at 81.7%
* Final HPWL DP at 1.41 mm
* GRT Max-Usage Layer: met2
* Unrepaired setup endpoints after global routing: yes
* Max transition margin at 0.541
* Clock latency on the worst-skew pair at 0.26 ns
* Fp util at 0.212
* Non-Filler Cell Area, Final at 1310 µm²
* Worst setup SP type: flip-flop
* Reg clk slew, reported paths at 0.07 ns
* R2R Setup Slk at 0.81 ns
* Total GRT Usage at 0.0668
* Row count at 21
* Final Hold Violation Tally at 0
==> worst max-delay path by stage <==
stage,startpoint,endpoint,slack [ns],cells past startpoint
6_report,t_best_d1[2],t_best[4],-0.10,10
5_1_grt,t_best_d1[2],t_best[4],-0.21,10
4_1_cts,t_best_d1[2],t_best[4],-0.10,10
==> layout make-up <==
| type | count | area, µm² |
|---|---|---|
| Tap cell | 46 | 57.6 |
| Clock buffer | 3 | 22.5 |
| Fill cell | 345 | 2100 |
| Multi-Input combinational cell | 61 | 614 |
| Inverter | 8 | 30.0 |
| Sequential cell | 10 | 204 |
| Timing Repair Buffer | 48 | 385 |
==> report_power, final <==
group	switching, W	internal [W]
clock network	0.0000523	0.0000534
logic	0.000114	0.000197
registers	0.00000922	0.000171
==> Yosys cell counts <==
cell	instances	area share
a211o_1	1	0.012
a211oi_1	1	0.010
a211oi_2	1	0.017
a21oi_1	1	0.0069
buf_4	2	0.021
clkbuf_1	2	0.010
dfxtp_1	10	0.28
ha_1	8	0.14
inv_1	8	0.042
mux2_1	10	0.16
mux2i_1	10	0.14
nand2_1	3	0.016
nand2b_1	4	0.035
nor2_1	19	0.099
nor2b_1	1	0.0087
nor3_1	1	0.0069
o21ai_1	1	0.0069
==> flip-flops by register name, indices dropped and copies added (netlist names) <==
register and flops:
t_best_d1 8, n_best_d1 2
==> layout by cell type (no fill, tap or decap), types with 2 or more instances in the layout <==
cell type      count
buf_4             22
nor2_1            18
buf_2             12
mux2_4            10
mux2i_1           10
buf_6             10
ha_4               7
dfxtp_1            7
inv_1              6
nand2b_1           4
nand2_1            3
clkbuf_4           3
dfxtp_2            3
inv_2              2
dlygate4sd2_1      2
==> stage by stage <==
stage | hold slack [ns] | power, W | utilization
2_1_floorplan | 0.445 | 0.000282 | -
3_3_place_gp | 0.459 | 0.000415 | 0.336
3_5_place_dp | 0.464 | 0.000419 | 0.336
4_1_cts | 0.477 | 0.000609 | 0.386
5_1_grt | 0.504 | 0.000644 | 0.385
6_report | 0.473 | 0.000596 | 0.385
==> tightest hold or removal path: stages, from the launching register on <==
cell	delay, ns
dfxtp_1	0.31
nand2b_1	0.06
mux2i_1	0.05
==> metal layers <==
layer,part of all wire,up-vias
li1,-,371
met1,0.49,321
met2,0.40,19
met3,0.11,2
met4,0.0049,0
met5,0,-
==> cells by family (layout without fill, tap and decap cells) <==
logic type,count (synthesis),after routing,share of synthesized area
and+or+nand+nor,28,28,0.164
adders and majority gates,8,8,0.138
buffers and inverters,12,59,0.0727
muxes,20,20,0.294
AOI/OAI and AO/OA,5,5,0.0536
DFF,10,10,0.277
==> repair_timing <==
action                     4_1_cts  5_1_grt
setup endpoints to repair       10       10
pin swaps                       16        0
hold buffers                     0        0
setup buffers                    7        0
cloned                           1        0
gates resized                   96        6
No activity file was given, so power comes from the tool's default toggle rates.
